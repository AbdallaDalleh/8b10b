File: /design/flow/run.sh
#!/bin/bash
# OpenROAD 26Q1-2900-gdf79404cd8, Yosys 0.63+post, stock flow scripts
make -C /OpenROAD-flow-scripts/flow DESIGN_CONFIG=/design/flow/config.mk WORK_HOME=/design/flow/orfs finish
File: /design/flow/constraint.sdc
current_design control_rom

set clk_period 2.5
set clk_io_pct 0.2

create_clock -name clk0 -period $clk_period

set non_clock_inputs [all_inputs -no_clocks]
set_input_delay [expr $clk_period * $clk_io_pct] -clock clk0 $non_clock_inputs
set_output_delay [expr $clk_period * $clk_io_pct] -clock clk0 [all_outputs]
File: /design/flow/design.v
module control_rom (
	input  wire [7:0] data_in,
	input  wire       current_rd,
	output reg  [9:0] code,
	output reg        next_rd
);
	parameter same = 1'b0;
	parameter flip = 1'b1;
	always @(*) begin
		case ({data_in, current_rd})
			9'b000_11100_0: begin code = 10'b001111_0100; next_rd = same; end
			9'b000_11100_1: begin code = 10'b110000_1011; next_rd = same; end
			9'b001_11100_0: begin code = 10'b001111_1001; next_rd = flip; end
			9'b001_11100_1: begin code = 10'b110000_0110; next_rd = flip; end
			9'b010_11100_0: begin code = 10'b001111_0101; next_rd = flip; end
			9'b010_11100_1: begin code = 10'b110000_1010; next_rd = flip; end
			9'b011_11100_0: begin code = 10'b001111_0011; next_rd = flip; end
			9'b011_11100_1: begin code = 10'b110000_1100; next_rd = flip; end
			9'b100_11100_0: begin code = 10'b001111_0010; next_rd = same; end
			9'b100_11100_1: begin code = 10'b110000_1101; next_rd = same; end
			9'b101_11100_0: begin code = 10'b001111_1010; next_rd = flip; end
			9'b101_11100_1: begin code = 10'b110000_0101; next_rd = flip; end
			9'b110_11100_0: begin code = 10'b001111_0110; next_rd = flip; end
			9'b110_11100_1: begin code = 10'b110000_1001; next_rd = flip; end
			9'b111_11100_0: begin code = 10'b001111_1000; next_rd = same; end
			9'b111_11100_1: begin code = 10'b110000_0111; next_rd = same; end
			9'b111_10111_0: begin code = 10'b111010_1000; next_rd = same; end
			9'b111_10111_1: begin code = 10'b000101_0111; next_rd = same; end
			9'b111_11011_0: begin code = 10'b110110_1000; next_rd = same; end
			9'b111_11011_1: begin code = 10'b001001_0111; next_rd = same; end
			9'b111_11101_0: begin code = 10'b101110_1000; next_rd = same; end
			9'b111_11101_1: begin code = 10'b010001_0111; next_rd = same; end
			9'b111_11110_0: begin code = 10'b011110_1000; next_rd = same; end
			9'b111_11110_1: begin code = 10'b100001_0111; next_rd = same; end
			default: begin code = 10'b0; next_rd = same; end
		endcase
	end
endmodule
File: /design/flow/config.mk
export PLATFORM = sky130hd
export DESIGN_NAME = control_rom
export DESIGN_NICKNAME = control_rom
export VERILOG_FILES = /design/flow/design.v
export SDC_FILE = /design/flow/constraint.sdc
export NUM_CORES = 4
export LEC_CHECK = 1
export CORE_AREA = 10 10 76 76
export DIE_AREA = 0 0 86 86
==> summary.txt <==
Numbers from the implementation run.

The run finished with clean final reports. The top-level port count is 20. After detailed placement, the total cell area comes to about 700 sq um. In the post-synthesis netlist, the biggest area contributors are xnor2_1 11%, o21ai_0 9.8%, clkbuf_8 6.8%.

In this run the static leakage power is about 0.32 nW. The largest voltage drop on the vdd net is 0.0166 mV. The cell count in the Yosys report is 60. The global-route total usage across every layer is 3.47%. The worst setup path is of the input pin to output pin kind. The number of buffers inserted for hold repair after clock tree synthesis is 0. The floorplan has 23 rows. The first global-routing pass estimated 2260 um of wire. In the final layout, the share of cells above drive strength 1 is 31.8%. The top achievable clock speed is 0.412 GHz. The pin closest to its max-slew limit shows a slew of 0.362 ns. Sorting the Yosys area breakdown by cell type puts at the top xnor2_1.

The number of antenna violations at the first check in global routing was 1. The clock buffer count in the final layout is 0. The post-route cell area is 709 sq um.

The number of DRC markers after the initial detailed-route iteration is about 40. The via count of the first global-routing pass is 492. The die outline height is 86 um.

The share of the clock period used by the worst path is 97.2%. Per the final report, max-transition violations number 0. The total power per unit cell area is 107 nW/um^2. The count of sequential standard cells is 0.

The yosys stat chip area is 407 sq um. Summing all multi-input logic gate instances after layout gives approximately 370 sq um. According to the floorplan report, the total die area is 7400 sq um. Entering global routing, the biggest net connects 17 pins. Input and output buffers added on the ports amount to 20. The routed design shows a via density per instance of 3.60.

The width of the die is ~86 um. According to the timing report, the critical path is launched from data_in[0]. After technology mapping, the gate count stands at 60.

For this run the detailed placement stage logged an HPWL of 1170 um. The report gives the cell count of the worst hold path as 4. The minimum clock period after layout is about 2.4 ns.

The area share of the largest cell type after synthesis is 10.8%. The kind of launch point of the worst setup path is an input pin. The slew check shows that the tightest pin keeps a relative margin of 75.6%.

Per the hold report, the tightest min-delay path originates at data_in[6]. The OpenROAD report gives the critical path a data arrival time of 1.93 ns. The layout-stage area growth over the synthesis result is 74.5%. The most common cell in the netlist is o21ai_0. The routed via count is 501. The floorplan core density is 9.88%. In the post-route report, total wirelength is listed as 1360 um. Each instance of the synthesized netlist takes up on average roughly 6.8 sq um. The total grt overflow is 0.

Setup repair after global routing left no endpoint under its margin. For the final routed database, the setup TNS stands at 0 ns. The min-delay analysis places its worst path in the category input pin to output pin.

The required time of the critical path is around 2 ns. The area of the core is approximately 4000 sq um. The global placer's final weighted congestion is 0.753.

In the final layout, flip-flops and latches occupy 0 sq um. The average wire length per cell after detail routing is approximately 10 um. The worst setup path is captured at an output pin. The count of tool warnings is 32.

Before any placement, the netlist area is recorded as 407 sq um. The number of iterations in the first detailed-routing pass is 3. The portion of the post-synthesis area used by sequential elements is 0%. The max-capacitance violation count is 0. Sorting the synthesized cells by how often they occur yields 8 x o21ai_0, 7 x nand2_1, 6 x nor2_1. The maximum fanout count along the critical path is 5. In this run the remaining antenna-violating nets after routing total 0. The filler cell count is approximately 460.

The warning tally printed by Yosys for this design is 1. The post-route DRC violation count is 0. In the final report, the number of endpoints failing setup comes to 0.

Counting endpoints that fail hold in the final report gives 0. In this run, distinct cell masters in the synthesized netlist total 29.
[layer usage]
layer	global-route usage, %	part of all wire [%]
met1	4.19	41
met2	6.36	52
met3	0.858	6.8
met4	0	0
met5	0	0
[cell families (layout without fill, tap and decap cells)]
logic type,count (synthesis),in the layout,share of synthesized area (%)
and+or+nand+nor,27,27,37.8
AOI/OAI and AO/OA,19,19,28.6
xor gates and xnor gates,6,6,12.9
buffers and inverters,6,34,15.1
muxes,2,2,5.54
other,0,1,0
[cell usage in the layout, fill, tap and decap left out, types with 2 or more instances in the layout]
cell type | Yosys | layout
nand4b_1 | 2 | 2
nand2_1 | 7 | 7
a21oi_1 | 4 | 4
clkdlybuf4s50_1 | 0 | 6
o21ai_1 | 0 | 3
nand3_1 | 2 | 2
mux2_2 | 2 | 2
xnor2_1 | 5 | 5
clkbuf_2 | 0 | 4
dlygate4sd2_1 | 0 | 7
o21ai_0 | 8 | 4
nor2_1 | 6 | 6
buf_6 | 2 | 2
buf_4 | 1 | 11
[critical path, cell delays in order]
cell and delay (ns):
clkdlybuf4s15_1 0.22, buf_4 0.17, nand4b_1 0.16, o211ai_1 0.10
nand3_1 0.17, o21ai_1 0.13, clkdlybuf4s50_1 0.48
[path summary, 6_finish.rpt]
kind,end,slack (ns)
setup / recovery,code[1],0.07
hold / removal,next_rd,1.56
[final cells by class]
| cell class | instances | area share (%) |
|---|---|---|
| Antenna cell | 1 | 0.353 |
| Inverter | 1 | 0.529 |
| Multi-Input combinational cell | 54 | 51.7 |
| Tap cell | 50 | 8.82 |
| Timing Repair Buffer | 33 | 38.6 |
[report_power, final]
| part | internal, mW | total [mW] | switching [mW] |
|---|---|---|---|
| combinational | 0.0407 | 0.0757 | 0.0350 |
| sequential | 0 | 0 | 0 |
| clock | 0.0000000534 | 0.0000000534 | 0 |
| total | 0.0407 | 0.0757 | 0.0350 |
[per-stage QoR]
step | setup WS (ns) | power (mW) | instances | hold WS (ns) | utilization [%]
finish | 0.0703 | 0.0757 | 139 | 1.56 | 17.2
detailed placement | -0.353 | 0.0783 | 137 | 2.11 | 17.1
global placement | -0.341 | 0.0781 | 137 | 2.10 | 17.1
floorplan | 0.741 | 0.0424 | 60 | 1.08 | -
CTS | 0.00261 | 0.0762 | 137 | 1.72 | 17.3
global route | 0.00266 | 0.0849 | 139 | 1.60 | 17.2
[timing repair]
item                                    in CTS  in global routing
pin swaps                                    4                  4
gates resized                               25                 12
buffers inserted                             0                  1
endpoints found under the setup margin      11                  7
endpoints found under the hold margin        0                  0
Power figures rest on the tool's default switching activity, not on a simulated workload.
